<file path="/design/flow/run.sh">
#!/bin/bash
# OpenROAD 26Q1-2900-gdf79404cd8, Yosys 0.63+post, stock flow scripts
make -C /OpenROAD-flow-scripts/flow DESIGN_CONFIG=/design/flow/config.mk WORK_HOME=/design/flow/orfs finish
</file>
<file path="/design/flow/design.v">
`timescale 1ns / 1ps
module Modul_ZCB(valoare_bin, BCD0, BCD1);
input [5:0] valoare_bin;
output [3:0] BCD0, BCD1;
integer i;
reg [7:0] bcd = 0;
always @(valoare_bin)
    begin
        bcd = 0;  
        for (i = 0; i < 6; i = i+1)  
        begin
            bcd = {bcd[6:0], valoare_bin[5-i]};
            if(i < 5 && bcd[3:0] > 4)
                bcd[3:0] = bcd[3:0] + 3;
            if(i < 5 && bcd[7:4] > 4)
                bcd[7:4] = bcd[7:4] + 3;
        end
    end
assign BCD0 = bcd[7:4];
assign BCD1 = bcd[3:0];
endmodule
`timescale 1ns / 1ps
module cronometru_top(clk, reseteaza, pauza, BCD0, BCD1, BCD2, BCD3);
input clk, reseteaza, pauza;
wire [5:0] iesire_sec, iesire_minute;
wire cout_sec, cout_min;
output [3:0] BCD0, BCD1, BCD2, BCD3;
numarator sec(clk, reseteaza, pauza, iesire_sec, cout_sec);
numarator minute(cout_sec, reseteaza, pauza, iesire_minute, cout_min);
Modul_ZCB conv_sec(iesire_sec, BCD0, BCD1);
Modul_ZCB conv_min(iesire_minute, BCD2, BCD3);
endmodule
`timescale 1ns / 1ps
module numarator(clk,reset , pause, iesire, cout);
input clk, pause, reset;
output [5:0] iesire;
output cout;
reg cout = 0;
reg [5 : 0] iesire= 6'b000000;
always @(posedge clk, posedge reset)
begin
    if(reset)
    begin
        iesire <= 6'b000000;
        cout <= 0;
    end
    else
    begin
    if(pause == 0)
    begin
        iesire <= iesire + 1;
        cout <= 0;
    if( iesire >= 59)
    begin
        iesire <= 6'b000000;
        cout <= 1;
    end
    end
    end
end
endmodule
</file>
<file path="/design/flow/constraint.sdc">
current_design cronometru_top

set clk_period 3.3
set clk_io_pct 0.2

create_clock -name clk0 -period $clk_period [get_ports {clk}]

set non_clock_inputs [all_inputs -no_clocks]
set_input_delay [expr $clk_period * $clk_io_pct] -clock clk0 $non_clock_inputs
set_output_delay [expr $clk_period * $clk_io_pct] -clock clk0 [all_outputs]
</file>
<file path="/design/flow/config.mk">
export PLATFORM = sky130hd
export DESIGN_NAME = cronometru_top
export DESIGN_NICKNAME = cronometru_top
export VERILOG_FILES = /design/flow/design.v
export SDC_FILE = /design/flow/constraint.sdc
export NUM_CORES = 4
export LEC_CHECK = 1
export CORE_AREA = 10 10 90 90
export DIE_AREA = 0 0 100 100
</file>
==> GITHUB_STEP_SUMMARY <==
### Yosys + OpenROAD results

| Metric | Value |
|---|---|
| Die Ht | `100 um` |
| RR Startpoint | `sec.iesire[1]$_DFFE_PP0N_` |
| Total Wirelength | `3820 um` |
| CP max stage delay | `0.41 ns` |
| Worst Min Path Start | `sec.cout$_DFFE_PP0N_` |
| Part of the power in combinational logic | `81.4%` |
| Worst-path maximum fanout | `6` |
| OpenROAD warnings | `35` |
| Lkg Pwr | `0.8381 nW` |
| Diode count | `0` |
| Share of layout cells above drive strength 1 | `13.81%` |
| Path type of the worst setup path | `flop to output pin` |
| Sequential share of power | `11.5%` |
| Starting DRT DRC Count | `82` |
| Syn-to-layout area delta | `18.55%` |
| CP startpoint | `sec.iesire[4]$_DFFE_PP0N_` |
| Critical-path cell with the highest stage delay | `clkdlybuf4s50_1` |
| Cts hold-fix bufs | `0` |
| Switching part of the total | `a little over two fifths` |
| Ys cells | `227` |
| Non-filler instance count after layout | `316` |
| GR Overflow Total | `0` |
| # setup viols final | `0` |
| EDFF count, synth | `0` |
| Residual DRC | `0` |
| Async SR Flop Fraction | `100.0%` |
| FF/Latch Area | `325.3 sq um` |
| CTS tree | `done` |
| Setup TNS | `0 ns` |
| IO Count | `19` |
| Initial antenna violation count | `0` |
| Drt wl/cell | `12.09 um` |
| Final instance area | `0.002039 sq mm` |
| WP data required | `2.64 ns` |
| Vias in the first global route | `1552` |
| Depth of the CTS H-tree | `1` |
| Skew final | `between 0.003 and 0.004 ns` |
| Avg Cell Area, Syn | `7.579 sq um` |
| Yosys top cell area share | `roughly a fifth` |
| Clock Pin Slew Worst Setup and Hold Paths | `0.04 ns` |
| Status | `completed` |
| FP Util | `27.41%` |
| Clk pwr share | `7.0%` |
| Die ar. | `0.01000 sq mm` |
| CP Capture Type | `output pin` |
| Post-layout min period | `3.170 ns` |
| Worst hold path type | `flop to flop` |
| Relative slew slack | `56.67%` |
| Synth cell types | `55` |
| Vias per cell | `5.253` |
| Placed cell areas | `0.001903 sq mm` |
| Final period util | `96.08%` |
| DRT Pass-1 Iters | `4` |
| Die width | `100 um` |
| CP bufs+invs | `3` |
| Max cap viols | `0` |
| Post-synth top flop | `dfrtp_1` |
| Gr usage total | `7.525%` |
| Core Rows | `29` |
| Ys flops | `13` |
| Max clock buf depth | `2` |
| Final hold violation count | `0` |
| YS chip area | `0.001720 sq mm` |
| I/O Buffers | `16` |
| Post-synth seq share | `around a fifth` |
| First-pass GRT wire length | `between 6000 and 7000 um` |
| CTS Root Cell | `clkbuf_8` |
| Max frequency | `315.4 MHz` |
| Post-Syn Instances | `227` |
| Top cells by area | `dfrtp_1 (19%), ha_1 (10%), nor2_1 (6.8%)` |
| Cell type with the largest total area | `dfrtp_1` |
| Final Max Slew Viols | `0` |
| Worst setup SP type | `flop` |
| Worst EP arrival | `around 2.5 ns` |
| Int Power | `0.9237 mW` |
| Delay-heaviest family, CP | `AND-OR/OR-AND gates` |
| Synthesized area | `about 0.0017 sq mm` |
| Clk ins delay skew pair | `0.22 ns` |
| Register pins left without a clock | `6` |
| DR vias | `approximately 1700` |
| RSZ-0062 raised after global routing | `no` |
| PwrDens | `808.7 mW/mm^2` |
| Worst path cell trace | `inv_2 -> ha_4 -> inv_2 -> ha_4 -> and2_4 -> o21ai_0 -> o22ai_1 -> a32o_1 -> a211o_1 -> clkdlybuf4s50_1` |
| Gpl congestion | `0.8621` |
| Peak VDD IR | `0.5275 mV` |
| Worst slew pin tran | `0.6477 ns` |
| Endpoints left unconstrained | `13` |
| DP Cell Count | `310` |
| Detail Placement HPWL | `about 2700 um` |
| Logic cell area | `0.001282 sq mm` |
| NetSw | `0.7256 mW` |
| Fillers | `~640` |
| Synth warn | `2` |
| Core area | `0.006277 sq mm` |
| Largest net degree at the start of global routing | `22` |
| Antenna viol nets, final | `0` |
| CTS Buf Count | `3` |
[Yosys cell counts (2+ instances only)]
| library cell | n |
|---|---|
| clkbuf_1 | 7 |
| o22ai_1 | 3 |
| nand4b_1 | 2 |
| nand2b_1 | 2 |
| or3_1 | 2 |
| a221oi_1 | 2 |
| nand2_1 | 17 |
| nand3_1 | 6 |
| o21ai_0 | 16 |
| buf_6 | 2 |
| or2_1 | 2 |
| o221a_2 | 2 |
| and2_1 | 2 |
| xnor2_1 | 8 |
| inv_1 | 12 |
| a32oi_1 | 2 |
| nor2b_1 | 4 |
| buf_4 | 6 |
| o21bai_1 | 2 |
| a32o_1 | 2 |
| ha_1 | 14 |
| a2bb2oi_1 | 2 |
| clkbuf_8 | 3 |
| o41ai_1 | 2 |
| mux2i_1 | 6 |
| a21o_1 | 3 |
| xor2_1 | 4 |
| nor3_1 | 8 |
| nor2_1 | 31 |
| dfrtp_1 | 13 |
| a21oi_1 | 11 |
| nand4_1 | 3 |
| a31oi_1 | 4 |
[through the flow]
step | setup slack, ns | hold WS, ns | utilization, % | total power [mW]
after floorplan | 0.5978 | 0.5276 | - | 1.041
after global placement | 0.1125 | 0.5902 | 30.32 | 1.399
after CTS | 0.01334 | 0.5897 | 31.55 | 1.579
after detailed placement | 0.1595 | 0.5834 | 30.32 | 1.391
after global routing | 0.004906 | 0.6460 | 32.49 | 1.811
final | 0.1295 | 0.6142 | 32.49 | 1.649
[repair_timing]
item / in CTS / in global routing
setup buffers: 2 / 0
pin swaps: 1 / 1
gates resized: 5 / 14
endpoints found under the setup margin: 4 / 4
[final cells by class]
cell class | count | area share (%)
multi-input cells | 183 | 62.88
flip-flops and latches | 13 | 15.95
repair buffers | 27 | 12.02
well taps | 77 | 4.724
clock buffers | 4 | 2.209
inverters | 12 | 2.209
[state kept, by name (all words and copies together), names as in the netlist]
register       count
minute.iesire      6
sec.cout           1
sec.iesire         6
[power by group through the flow]
stage     combinational [mW]  clock (mW)  sequential (mW)
4_1_cts                 1.28       0.118            0.182
5_1_grt                 1.49       0.125            0.198
6_report                1.34       0.116            0.190
[layout by cell type (no fill, tap or decap), types with 2 or more instances in the layout]
cell type	synthesis	final
conb_1	1	2
a32oi_1	2	2
dfrtp_1	13	13
nor2_1	31	29
xor2_1	4	4
nand4b_1	2	2
nand2b_1	2	2
a21o_1	3	3
a32o_1	2	2
nor2b_1	4	4
a2bb2oi_1	2	2
or3_1	2	2
ha_1	14	10
buf_4	6	11
o221a_2	2	2
xnor2_1	8	7
mux2i_1	6	6
a221oi_1	2	2
o41ai_1	2	2
nor3_1	8	8
o21ai_0	16	15
o22ai_1	3	3
nor2_2	1	2
nand4_1	3	3
inv_1	12	9
o21ai_1	1	2
a31oi_1	4	4
inv_2	0	3
ha_4	0	3
clkbuf_8	3	3
a21oi_1	11	11
o21bai_1	2	2
clkdlybuf4s50_1	0	15
nand2_1	17	17
nand3_1	6	6
[cell families after synthesis]
logic type,after synthesis,share of synthesized area (%)
AOI/OAI and AO/OA,64,25.67
buffers and inverters,32,11.05
other,1,0.2180
DFF,13,18.91
adders and majority gates,16,11.42
and+or+nand+nor,82,22.18
muxes,6,3.491
xor gates and xnor gates,13,7.055
[worst reg2reg max path, cell delays in order (launching register included)]
cell and delay [ns]:
dfrtp_1 0.35, buf_4 0.24, ha_1 0.26, nor2_1 0.05, or3_1 0.32, nor2_1 0.37, nor3_1 0.12
[layer usage]
metal / global-route usage [%] / routed length (um) / vias up
met5: 0 / 0 / -
met4: 0.4348 / 0 / 0
met3: 1.249 / 174 / 0
met2: 12.44 / 1754 / 35
met1: 10.58 / 1892 / 789
li1: - / - / 836
[worst paths after layout]
path / to / slack, ns / cells past startpoint
min in group asynchronous: sec.iesire[1]$_DFFE_PP0N_ / 0.77 / 2
worst max-delay path: BCD1[3] / 0.13 / 10
max in group asynchronous: sec.iesire[4]$_DFFE_PP0N_ / 2.20 / 2
worst max register to register: sec.iesire[0]$_DFFE_PP0N_ / 1.45 / 6
worst min register to register: sec.cout$_DFFE_PP0N_ / 0.61 / 1
worst min-delay path: sec.cout$_DFFE_PP0N_ / 0.61 / 1
Power is estimated from default activity; no workload was simulated.
